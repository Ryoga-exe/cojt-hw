--- config.mk ---
export PLATFORM = sky130hd
export DESIGN_NAME = cnv2dp
export DESIGN_NICKNAME = cnv2dp
export VERILOG_FILES = /design/flow/design.v
export SDC_FILE = /design/flow/constraint.sdc
export NUM_CORES = 4
export LEC_CHECK = 1
export CORE_AREA = 10 10 85 85
export DIE_AREA = 0 0 95 95
--- constraint.sdc ---
current_design cnv2dp

set clk_period 1.0
set clk_io_pct 0.2

create_clock -name clk0 -period $clk_period [get_ports {DCLK}]

set non_clock_inputs [all_inputs -no_clocks]
set_input_delay [expr $clk_period * $clk_io_pct] -clock clk0 $non_clock_inputs
set_output_delay [expr $clk_period * $clk_io_pct] -clock clk0 [all_outputs]
--- design.v ---
module cnv2dp (
    input             DCLK,
    input             DSP_HSYNC_X,
    input             DSP_VSYNC_X,
    input             DSP_DE,
    input      [ 7:0] DSP_R,
    input      [ 7:0] DSP_G,
    input      [ 7:0] DSP_B,
    output reg        DP_HSYNC,
    output reg        DP_VSYNC,
    output reg        DP_DE,
    output reg [35:0] DP_DAT
);
  always @(posedge DCLK) begin
    DP_HSYNC     <= ~DSP_HSYNC_X;
    DP_VSYNC     <= ~DSP_VSYNC_X;
    DP_DE        <= DSP_DE;
    DP_DAT[35:0] <= {DSP_B[7:0], 4'h0, DSP_R[7:0], 4'h0, DSP_G[7:0], 4'h0};
  end
endmodule
--- run.sh ---
#!/bin/bash
# OpenROAD 26Q1-2900-gdf79404cd8, Yosys 0.63+post, stock flow scripts
make -C /OpenROAD-flow-scripts/flow DESIGN_CONFIG=/design/flow/config.mk WORK_HOME=/design/flow/orfs finish
==> impl_metrics.csv <==
group,metric,value,unit
run,tool_warnings,25,
sta,post-route-period-util,96.2,%
critical_path,timing.critical_path.buf_inv,1,
global_route,use_met2,6.18,%
cts,cts_repair_resize_count,57,
pwr,power.density,1520,nW/um^2
yosys,syn_area,642,sq um
global_route,grt_pass1_vias,403,
pwr,ir_worst_vdd,0.504,mV
critical_path,crit_fanout,1,
sta,final_max_slew_viol_count,0,
die,fp.dieH,95,um
global_route,grtUsageMet1,3.79,%
drt,drc,0,
yosys,yosys-stat-area,642,sq um
global_route,antenna_found_initial,0,
global_route,grtUsageTotal,3.53,%
pwr,leakage,0.527,nW
yosys,yosysSeqAreaShare,84.2,%
global_route,grt-ovfl-total,0,
final_layout,layout-drive-gt1-share,11.1,%
sta,setup_viol,0,
cts,cts.sinks,27,
sta,report.final.hold_viol_count,0,
place,placed_area,1220,sq um
cts,cts_tree,"built",
critical_path,crit_family,"flip-flops",
critical_path,arrival,0.76,ns
cts,cts_setup_buffers,0,
global_route,use_met3,1.44,%
critical_path,slowest_delay,0.32,ns
critical_path,crit_chain,"clkdlybuf4s15_1",
sta,worst_slack,0.0384,ns
cts,numCtsBuffers,3,
outcome,outcome,"completed",
critical_path,crit_path_start_kind,"flop",
drt,routed-via-count,433,
die,fp-utilization,11.7,%
yosys,yosysWarnings,1,
cts,cts-hold-fix-buffers,0,
sta,clock.fmax,1040,MHz
run,maxCapViolCount,0,
yosys,yosysCellCount,42,
sta,rsz0062_at_grt,"no",
cts,cts.clk_slew.worst_paths,0.09,ns
die,rows,27,
yosys,avgSynthCellArea,15.3,sq um
final_layout,final_cells,171,
cts,h-tree-depth,1,
final_layout,area_delta_synth_final,96.3,%
die,die_x,95,um
drt,diodes,0,
critical_path,worst_path_max_delay_cell,"dfxtp_2",
global_route,grt_start_max_net_pins,15,
place,portBuffers,54,
final_layout,fin_util,23.0,%
final_layout,fill_cells,609,
die,io_pins,67,
critical_path,path_class,"flop to output port",
drt,post_drt_via_cell_ratio,2.53,
place,gp_congestion,0.738,
place,pre_cts_ws,-0.000253,ns
drt,drt-initial-drc-count,20,
sta,timing.hold.ws,0.363,ns
critical_path,cp.required,0.80,ns
drt,final_antenna_net_count,0,
yosys,synthCells,42,
die,die_area,9030,sq um
final_layout,final_area,1260,sq um
cts,root_buffer,"clkbuf_8",
yosys,ys_ff,27,
place,dp_cells,167,
drt,wl_per_cell,11.1,um
critical_path,endpoint_kind,"output port",
min_path,holdCritPathClass,"primary input to flop",
sta,period_needed,0.962,ns
global_route,busiest_layer,"met2",
drt,wl,1900,um
global_route,grt_pass1_wl,2460,um
die,core_area,5470,sq um
drt,first_pass_iters,2,
yosys,synth_cell_types,4,
cts,clk_path_buf_depth,2,
-- layer usage --
metal,up-vias,wire (um)
met4,0,35
li1,212,-
met5,-,0
met3,2,317
met1,182,654
met2,37,891
-- sequential cells by signal, summed over array words and instances (netlist names) --
signal	count
DP_DAT	24
DP_DE	1
DP_HSYNC	1
DP_VSYNC	1
-- cells in the mapped netlist (all sizes together) --
library cell  number  area share (%)
buf               12              14
dfxtp             27              84
conb               1            0.58
inv                2             1.2
-- layout make-up --
class                      instances  area (sq um)  share of cell area (%)
sequential                        27           547                    43.4
timing repair buffer              54           526                    41.7
tap                               72          90.1                    7.15
multi-input combinational         12          45.0                    3.57
inverter                           2          7.51                   0.596
clock buffer                       4          45.0                    3.57
-- cells in the final DEF, fill, tap and decap left out, drive strengths merged --
cell           count
clkbuf             6
buf                1
inv                2
conb              12
dfxtp             27
clkdlybuf4s50     27
clkdlybuf4s15     24
-- power by group --
group	internal, mW	total (mW)	leakage (nW)	switching (mW)
logic	0.152	0.177	0.277	0.0250
clock network	0.284	0.596	0.0228	0.311
registers	1.13	1.15	0.228	0.0124
-- stage by stage --
step	TNS [ns]	power (mW)
2_1_floorplan	0	1.19
3_3_place_gp	0	1.38
3_5_place_dp	-0.000253	1.38
4_1_cts	0	1.97
5_1_grt	0	2.03
6_report	0	1.92
-- cell families after synthesis --
family                 count (synthesis)  share of synthesized area, %
DFF                                   27                          84.2
buffers and inverters                 14                          15.2
other                                  1                         0.584
-- path summary, 6_finish.rpt --
path / start / end / cells after the start
hold / removal: DSP_G[6] / DP_DAT[10] / 1
setup / recovery: DP_DAT[18] / DP_DAT[18] / 1
Power and IR drop assume default switching activity.
